<file path="./design.v">
module sort (
input CLK, input RST,
input req,
output reg [31:0] sequence,
output busy,
output reg done );
reg [3:0]  seq [7:0];
reg [3:0]  cnt;
reg [2:0]  pos;
reg [3:0]  num;
reg [3:0]  com_num;
reg [2:0]  com_pos;
integer i;
reg       [2:0] cs, ns;
parameter [2:0] IDLE    = 3'h0,
                SORT_1  = 3'h1,
                SORT_2  = 3'h2,
                SORT_3  = 3'h3,
                SORT_4  = 3'h4,
                SEQ_OUT = 3'h5;
assign busy = (cs == IDLE) ? 1'h1 : 1'h0;
always @(posedge CLK or posedge RST)begin
    if(RST)begin
        cs <= IDLE;
    end
    else begin
        cs <= ns;
    end
end
always @(*)begin
    case(cs)
        IDLE:begin
            if(req) ns <= SORT_1;
            else    ns <= IDLE;
        end
        SORT_1: ns <= SORT_2;
        SORT_2:begin
            if(cnt == (pos - 4'h1))begin
                ns <= SORT_3;
            end
            else begin
                ns <= SORT_2;
            end
        end
        SORT_3: ns <= SORT_4;
        SORT_4: ns <= SEQ_OUT;
        default:ns <= IDLE;
    endcase
end
always @(posedge CLK or posedge RST)begin
    if(RST)begin
        cnt <= 4'h0;
    end
    else begin
        case(cs)
            SORT_2:begin
                if(cnt == pos)begin
                    cnt <= 4'h0;
                end
                else begin
                    cnt <= cnt + 4'h1;
                end
            end
            default:begin
                cnt <= 4'h0;
            end
        endcase
    end
end
always @(posedge CLK or posedge RST)begin
    if(RST)begin
        pos     <= 3'h0;
        num     <= 4'h0;
        com_pos <= 3'h0;
        com_num <= 4'h9;
        done    <= 1'h0;
        for(i=0;i<8;i=i+1)begin
            seq[i] <= 7-i;
        end
    end
    else begin
        case(cs)
            SORT_1:begin
                if(seq[0] > seq[1])begin
                    pos <= 3'd1;
                    num <= seq[1];
                end
                else if(seq[1] > seq[2])begin
                    pos <= 3'd2;
                    num <= seq[2];
                end
                else if(seq[2] > seq[3])begin
                    pos <= 3'd3;
                    num <= seq[3];
                end
                else if(seq[3] > seq[4])begin
                    pos <= 3'd4;
                    num <= seq[4];
                end
                else if(seq[4] > seq[5])begin
                    pos <= 3'd5;
                    num <= seq[5];
                end
                else if(seq[5] > seq[6])begin
                    pos <= 3'd6;
                    num <= seq[6];
                end
                else if(seq[6] > seq[7])begin
                    pos <= 3'd7;
                    num <= seq[7];
                end
                else begin
                    pos <= 5'd0;
                    num <= 4'h0;
                    done <= 1'h1;
                end
            end
            SORT_2:begin
                case(pos)
                    3'h1:begin
                        seq[0] <= seq[1];
                        seq[1] <= seq[0];
                    end
                    3'h2, 3'h3, 3'h4, 3'h5, 3'h6, 3'h7:begin
                        if(seq[cnt] > seq[pos])begin
                            if(com_num > seq[cnt])begin
                                com_num <= seq[cnt];
                                com_pos <= cnt;
                            end
                        end
                    end
                endcase
            end
            SORT_3:begin
                case(pos)
                    3'h2, 3'h3, 3'h4, 3'h5, 3'h6, 3'h7:begin
                        seq[pos]     <= seq[com_pos];
                        seq[com_pos] <= seq[pos];
                    end
                endcase
                com_pos <= 3'h0;
                com_num <= 4'h9;
            end
            SORT_4:begin
                case(pos)
                    3'h2:begin
                        seq[0] <= seq[1];
                        seq[1] <= seq[0];
                    end
                    3'h3:begin
                        seq[0] <= seq[2];
                        seq[1] <= seq[1];
                        seq[2] <= seq[0];
                    end
                    3'h4:begin
                        seq[0] <= seq[3];
                        seq[1] <= seq[2];
                        seq[2] <= seq[1];
                        seq[3] <= seq[0];
                    end
                    3'h5:begin
                        seq[0] <= seq[4];
                        seq[1] <= seq[3];
                        seq[2] <= seq[2];
                        seq[3] <= seq[1];
                        seq[4] <= seq[0];
                    end
                    3'h6:begin
                        seq[0] <= seq[5];
                        seq[1] <= seq[4];
                        seq[2] <= seq[3];
                        seq[3] <= seq[2];
                        seq[4] <= seq[1];
                        seq[5] <= seq[0];
                    end
                    3'h7:begin
                        seq[0] <= seq[6];
                        seq[1] <= seq[5];
                        seq[2] <= seq[4];
                        seq[3] <= seq[3];
                        seq[4] <= seq[2];
                        seq[5] <= seq[1];
                        seq[6] <= seq[0];
                    end
                endcase
            end
        endcase
    end
end
always @(posedge CLK or posedge RST)begin
    if(RST)begin
        sequence <= 32'h0;
    end
    else begin
        if(cs == SEQ_OUT)begin
            sequence <= {seq[7], seq[6], seq[5], seq[4], seq[3], seq[2], seq[1], seq[0]};
        end
    end
end
endmodule
</file>
<file path="./run.sh">
#!/bin/bash
# OpenROAD 26Q1-2900-gdf79404cd8, Yosys 0.63+post, stock flow scripts
make -C /OpenROAD-flow-scripts/flow DESIGN_CONFIG=/design/flow/config.mk WORK_HOME=/design/flow/orfs finish
</file>
<file path="./config.mk">
export PLATFORM = sky130hd
export DESIGN_NAME = sort
export DESIGN_NICKNAME = sort
export VERILOG_FILES = /design/flow/design.v
export SDC_FILE = /design/flow/constraint.sdc
export NUM_CORES = 4
export LEC_CHECK = 1
export CORE_UTILIZATION = 30
</file>
<file path="./constraint.sdc">
current_design sort

set clk_period 4.1
set clk_io_pct 0.2

create_clock -name clk0 -period $clk_period [get_ports {CLK}]

set non_clock_inputs [all_inputs -no_clocks]
set_input_delay [expr $clk_period * $clk_io_pct] -clock clk0 $non_clock_inputs
set_output_delay [expr $clk_period * $clk_io_pct] -clock clk0 [all_outputs]
</file>
==> deck_impl_summary.md <==
Run Summary

Critical path
  – Worst-path fanout max: 16
  – CP Cell Sequence: inv_1 -> ha_1 -> or3_1 -> or2_1 -> o211a_2 -> inv_2 -> ha_1 -> nand3_1 -> o22ai_1 -> o221ai_1 -> a21boi_1 -> a22o_1
  – Buf+Inv Stages, Crit Path: 2
  – Top Family by Delay on Critical Path: AND-OR/OR-AND gates
  – Most used cell, CP: ha_1
  – Crit-path max cell delay: 0.52 ns
  – Worst Path Arrival: approximately 4 ns
  – Crit Path Class: register to register
  – Worst setup EP type: register
  – CP required: ~4.4 ns
  – Slowest CP cell: or3_1
  – Worst setup SP type: register

Drt
  – Via count: just over 6000
  – Antenna-violating nets left: 0
  – Total Wirelength: approximately 25000 µm
  – First DRT Iteration DRCs: roughly 910
  – # DRC: 0
  – N_diodes: 0
  – Vias per Instance: roughly 6
  – WL/cell: ~24 µm
  – Pre-antenna DRT Iters: 8

Timing
  – Setup Skew: around 0.013 ns
  – Unrepaired setup endpoints after global routing: false
  – Worst Tran Pin Value: around 1 ns
  – Achievable clock frequency: 271 MHz
  – Fin Setup TNS: 0 ns
  – Minimum hold slack: ~0.48 ns
  – Final Hold Viols: 0
  – Min Tclk post-route: 3.69 ns
  – Slew Viols, Final: 0
  – Crit share post-route: 89.9%
  – Setup violations, final: 0
  – Slew headroom: 33.1%

Clocking
  – CTS resizes: 0
  – Clk buf depth: 2
  – Setup bufs post-CTS: 0
  – Clk latency late pin: 0.37 ns
  – Clock transition at path regs: approximately 0.07 ns
  – H-Tree Depth: 3
  – Total CTS buffers: 9
  – Hold_buf cts: 0
  – Clock Sinks: around 85
  – Clock root cell: clkbuf_16
  – CTS tree: yes

Final layout
  – Fraction of layout instances using a drive strength above 1: around 15%
  – Area Growth Syn to Fin: 13.4%
  – Non-filler cells, final: 1028
  – Layout fillers: about 2100
  – Commonest Layout Cell: dfrtp_1
  – Most frequent cells in the layout: dfrtp_1, nand2_1, nor2_1, inv_1, ha_1

Global routing
  – Global route overflow: 0
  – GRT Util Overall: 23.0%
  – Initial antenna violation count: 0
  – Via count of the first global-routing pass: 5692
  – First-pass GRT wire length: 36700 µm
  – Pin count of the biggest net entering global routing: about 44

Power and ir drop
  – Leakage: ~3.0 nW
  – Total power: around 0.0017 W
  – Maximum VDD drop: 0.000187 V
  – Pwr/cell area: ~230 nW/µm²

Floorplanning
  – Die Ht: between 100 and 150 µm
  – Core footprint: roughly 21000 µm²
  – Row count: 53
  – Fp util: between 30 and 40%
  – DIE AREA: between 20000 and 25000 µm²
  – Die width: around 150 µm
  – Num ports: 37

Synth
  – Registers, synthesis: ~85
  – Unique masters post-synth: about 81
  – Post-Syn Instances: ~740
  – Adder Share, Synth: a little under a tenth
  – Yosys Instances: approximately 740
  – Async set or reset register ratio after synthesis: 100%
  – Mux cell area share: 9.03%
  – Synth Warn #: 2
  – EDFF count, synth: 0
  – Main flop type: dfrtp_1
  – YS chip area: 6530 µm²
  – Dominant comb cell: AND-OR/OR-AND gates
  – Synth Seq Share: between 30% and 40%
  – Xor+xnor area frac: less than 1%
  – Post-Synthesis Cell Area: ~6500 µm²
  – Ao+oa area frac: between 20% and 30%
  – Area fraction in and, or, nand and nor cells: approximately 15%
  – Synthesized area per cell: 8.82 µm²

Flow run
  – Tool warnings: 33
  – # Max-Cap Violations: 0

Place
  – Post-placement cell count: slightly above 1000
  – Number of port buffers: 36
  – DP Wirelength: roughly 17000 µm
  – Global placer's final weighted congestion: around 1.0

Min path
  – Hold WC Path Type: register to register

Status
  – Run status: complete, no violations
==> sequential cells by signal (all words and copies together) (netlist names) <==
register	cells
com_pos	3
com_num	4
sequence	32
pos	3
cnt	4
cs	6
done	1
seq	32
==> power by group <==
group	total, W	internal, W	switching (W)
sequential	0.000839	0.000839	0
clock	0.000828	0.000437	0.000391
combinational	0.0000196	0.00000312	0.0000165
total	0.00169	0.00128	0.000407
==> Yosys cell counts, drive strengths merged (11+ instances only) <==
| library cell | instances | area [µm²] |
|---|---|---|
| dfrtp | 70 | 1750 |
| nand2 | 68 | 263 |
| nor2 | 58 | 228 |
| inv | 53 | 199 |
| ha | 47 | 588 |
| a21oi | 45 | 240 |
| mux2 | 37 | 417 |
| o21ai | 36 | 180 |
| clkbuf | 35 | 131 |
| a221oi | 24 | 216 |
| buf | 23 | 129 |
| a22oi | 18 | 149 |
| nand3 | 17 | 85.1 |
| dfstp | 15 | 394 |
| mux2i | 15 | 150 |
| a222oi | 11 | 110 |
| o31ai | 11 | 82.6 |
==> layer usage <==
layer	wire (µm)	GRT usage, %	vias up
met2	9950	31.6	347
li1	-	-	2765
met1	10700	34.9	2940
met4	1030	7.60	0
met5	0	0	-
met3	2810	6.46	68
==> tightest hold or removal path: stages (launching register included) <==
cell and delay (ns):
dfstp_2 0.37, inv_1 0.04, a22oi_1 0.05
==> cell families (layout without fill, tap and decap cells) <==
family / Yosys count / in the layout
compound gates: 234 / 234
xor+xnor: 7 / 7
fa+ha+maj: 47 / 47
buf+inv: 112 / 125
flops: 85 / 85
mux: 53 / 53
simple gates: 202 / 202
==> worst paths after layout <==
kind	start	end	slack [ns]	depth (start not counted)
hold reg to reg	com_num[3]	com_num[3]	0.48	2
setup / recovery	pos[0]	com_num[1]	0.41	12
hold / removal	com_num[3]	com_num[3]	0.48	2
setup reg to reg	pos[0]	com_num[1]	0.41	12
min in group asynchronous	RST	seq[6][3]	0.64	2
max in group asynchronous	RST	seq[1][2]	2.72	3
==> area by class of cell <==
class	count	area (µm²)	share of cell area, %
inverter	54	204	2.75
multi-input combinational	543	3920	52.9
sequential	85	2150	29.0
clock buffer	10	239	3.23
timing repair buffer	55	503	6.79
tap	275	344	4.65
clock inverter	6	50.0	0.676
==> through the flow <==
| stage | util (%) | worst slack [ns] | instance area, µm² |
|---|---|---|---|
| final | 35.0 | 0.413 | 7400 |
| after global routing | 35.0 | 0.238 | 7400 |
| after CTS | 35.0 | 0.500 | 7400 |
| after detailed placement | 33.6 | 0.538 | 7110 |
| after global placement | 33.6 | 0.577 | 7110 |
| after floorplan | - | 0.853 | 6530 |
No activity file was given, so power comes from the tool's default toggle rates.
