==> design.v <==
module JAM (
input CLK,
input RST,
output reg [2:0] W,
output reg [2:0] J,
input [6:0] Cost,
output reg [3:0] MatchCount,
output reg [9:0] MinCost,
output reg Valid );
reg [3:0]  seq [7:0];
reg [3:0]  cnt;
reg [2:0]  pos;
reg [3:0]  num;
reg [3:0]  com_num;
reg [2:0]  com_pos;
reg [9:0]  sum;
reg        done;
integer i;
reg [2:0] cs, ns;
parameter [2:0] IDLE        = 3'h0,
                SORT_1      = 3'h1,
                SORT_2      = 3'h2,
                SORT_3      = 3'h3,
                SORT_4      = 3'h4,
                CAL_COST    = 3'h5,
                JUDGE       = 3'h6,
                DONE        = 3'h7;
always @(posedge CLK or posedge RST)begin
    if(RST)begin
        cs <= IDLE;
    end
    else begin
        cs <= ns;
    end
end
always @(*)begin
    case(cs)
        IDLE:   ns <= SORT_1;
        SORT_1: ns <= SORT_2;
        SORT_2:begin
            if(done)begin
                ns <= DONE;
            end
            else begin
                if(cnt == (pos - 4'h1))begin
                    ns <= SORT_3;
                end
                else begin
                    ns <= SORT_2;
                end
            end
        end
        SORT_3: ns <= SORT_4;
        SORT_4: ns <= CAL_COST;
        CAL_COST:begin
            if(cnt == 4'h8)begin
                ns <= JUDGE;
            end
            else begin
                ns <= CAL_COST;
            end
        end
        JUDGE: ns <= SORT_1;
        default:ns <= IDLE;
    endcase
end
always @(posedge CLK or posedge RST)begin
    if(RST)begin
        cnt <= 4'h0;
    end
    else begin
        case(cs)
            SORT_2:begin
                if(cnt == pos)begin
                    cnt <= 4'h0;
                end
                else begin
                    cnt <= cnt + 4'h1;
                end
            end
            CAL_COST:begin
                if(cnt == 4'h8)begin
                    cnt <= 4'h0;
                end
                else begin
                    cnt <= cnt + 4'h1;
                end
            end
            default:begin
                cnt <= 4'h0;
            end
        endcase
    end
end
always @(posedge CLK or posedge RST)begin
    if(RST)begin
        pos     <= 3'h0;
        num     <= 4'h0;
        com_pos <= 3'h0;
        com_num <= 4'h9;
        done    <= 1'h0;
        for(i=0;i<8;i=i+1)begin
            seq[i] <= 7-i;
        end
    end
    else begin
        case(cs)
            SORT_1:begin
                if(seq[0] > seq[1])begin
                    pos <= 3'd1;
                    num <= seq[1];
                end
                else if(seq[1] > seq[2])begin
                    pos <= 3'd2;
                    num <= seq[2];
                end
                else if(seq[2] > seq[3])begin
                    pos <= 3'd3;
                    num <= seq[3];
                end
                else if(seq[3] > seq[4])begin
                    pos <= 3'd4;
                    num <= seq[4];
                end
                else if(seq[4] > seq[5])begin
                    pos <= 3'd5;
                    num <= seq[5];
                end
                else if(seq[5] > seq[6])begin
                    pos <= 3'd6;
                    num <= seq[6];
                end
                else if(seq[6] > seq[7])begin
                    pos <= 3'd7;
                    num <= seq[7];
                end
                else begin
                    pos <= 5'd0;
                    num <= 4'h0;
                    done <= 1'h1;
                end
            end
            SORT_2:begin
                case(pos)
                    3'h1:begin
                        seq[0] <= seq[1];
                        seq[1] <= seq[0];
                    end
                    3'h2, 3'h3, 3'h4, 3'h5, 3'h6, 3'h7:begin
                        if(seq[cnt] > seq[pos])begin
                            if(com_num > seq[cnt])begin
                                com_num <= seq[cnt];
                                com_pos <= cnt;
                            end
                        end
                    end
                endcase
            end
            SORT_3:begin
                case(pos)
                    3'h2, 3'h3, 3'h4, 3'h5, 3'h6, 3'h7:begin
                        seq[pos]     <= seq[com_pos];
                        seq[com_pos] <= seq[pos];
                    end
                endcase
                com_pos <= 3'h0;
                com_num <= 4'h9;
            end
            SORT_4:begin
                case(pos)
                    3'h2:begin
                        seq[0] <= seq[1];
                        seq[1] <= seq[0];
                    end
                    3'h3:begin
                        seq[0] <= seq[2];
                        seq[1] <= seq[1];
                        seq[2] <= seq[0];
                    end
                    3'h4:begin
                        seq[0] <= seq[3];
                        seq[1] <= seq[2];
                        seq[2] <= seq[1];
                        seq[3] <= seq[0];
                    end
                    3'h5:begin
                        seq[0] <= seq[4];
                        seq[1] <= seq[3];
                        seq[2] <= seq[2];
                        seq[3] <= seq[1];
                        seq[4] <= seq[0];
                    end
                    3'h6:begin
                        seq[0] <= seq[5];
                        seq[1] <= seq[4];
                        seq[2] <= seq[3];
                        seq[3] <= seq[2];
                        seq[4] <= seq[1];
                        seq[5] <= seq[0];
                    end
                    3'h7:begin
                        seq[0] <= seq[6];
                        seq[1] <= seq[5];
                        seq[2] <= seq[4];
                        seq[3] <= seq[3];
                        seq[4] <= seq[2];
                        seq[5] <= seq[1];
                        seq[6] <= seq[0];
                    end
                endcase
            end
        endcase
    end
end
always @(posedge CLK or posedge RST)begin
    if(RST)begin
        Valid <= 1'h0;
        MatchCount <= 4'h1;
        MinCost <= 10'd1023;
        sum <= 10'h0;
    end
    else begin
        case(cs)
            CAL_COST:begin
                if((cnt >= 4'h1) && (cnt <= 4'h8))begin
                    sum <= sum + Cost;
                end
            end
            JUDGE:begin
                if(MinCost > sum)begin
                    MinCost <= sum;
                    MatchCount <= 4'h1;
                end
                else if(MinCost == sum)begin
                    MatchCount <= MatchCount + 4'h1;
                end
            end
            DONE:begin
                Valid <= 1'h1;
            end
            default:    sum <= 10'h0;
        endcase
    end
end
always @(*)begin
    if(cs == CAL_COST)begin
        if(cnt <= 4'h7)begin
            W <= cnt;
            J <= seq[cnt];
        end
        else begin
            W <= W;
            J <= J;
        end
    end
    else begin
        W <= 3'h0;
        J <= 3'h0;
    end
end
endmodule
==> run.sh <==
#!/bin/bash
# OpenROAD 26Q1-2900-gdf79404cd8, Yosys 0.63+post, stock flow scripts
make -C /OpenROAD-flow-scripts/flow DESIGN_CONFIG=/design/flow/config.mk WORK_HOME=/design/flow/orfs finish
==> config.mk <==
export PLATFORM = sky130hd
export DESIGN_NAME = JAM
export DESIGN_NICKNAME = JAM
export VERILOG_FILES = /design/flow/design.v
export SDC_FILE = /design/flow/constraint.sdc
export NUM_CORES = 4
export LEC_CHECK = 1
export CORE_UTILIZATION = 30
==> constraint.sdc <==
current_design JAM

set clk_period 5.9
set clk_io_pct 0.2

create_clock -name clk0 -period $clk_period [get_ports {CLK}]

set non_clock_inputs [all_inputs -no_clocks]
set_input_delay [expr $clk_period * $clk_io_pct] -clock clk0 $non_clock_inputs
set_output_delay [expr $clk_period * $clk_io_pct] -clock clk0 [all_outputs]
==> reports/metrics.csv <==
stage,metric,value,unit
synthesis,async_flop_share,0.930,
routing,first_pass_iters,6,
die,die-area,0.0243,sq mm
synthesis,synth_top_flop_cell,dfrtp_1,
clock_network,cts_hold_repair.buffers,0,
timing,skew,0.0138,ns
setup_path,timing.critical_path.from_type,flop,
placed_design,dpl.cell_count,1119,
setup_path,timing.critical_path.arrival,4.17,ns
synthesis,synth-edff-count,0,
setup_path,slowest_delay,0.65,ns
setup_path,worst-endpoint-required,6.18,ns
pwr,totalPowerFinal,1.21,mW
timing,timing.final.setup_violations,0,
timing,worst-slew-pin-transition,0.820,ns
timing,grt_setup_unrepaired,false,
job,warnings,34,
clock_network,clk_transition_reported_paths,0.07,ns
setup_path,origin_of_the_worst_setup_path,cnt[2],
synthesis,synth.avg_cell_area,8.68,sq um
pwr,total_leakage_power,3.06,nW
synthesis,post_synth_num_cell_types,77,
synthesis,synth_chip_area,0.00710,sq mm
timing,layout_worst_path_cycle_share,0.658,
run_status,outcome,"complete, no violations",
clock_network,ctsRootBufferMaster,clkbuf_16,
min_path,worst_hold_startpoint,cs[7],
routing,drt-total-wl,22.3,mm
pwr,powerDensity,152,mW/mm^2
job,maxCapViolCount,0,
synthesis,netlist.top_cell.by_area,dfrtp_1,
grt,first_global_vias,6013,
timing,timing.slew.headroom,0.446,
setup_path,critPathKind,reg -> reg,
routing,vias,6451,
routing,detail_route.vias_per_cell,5.68,
die,floorplan.die.width,156,um
placed_design,gpl.final_weighted_congestion,0.990,
placed_design,detailedPlacementHpwl,15.7,mm
routing,antenna_violating_nets_post_route,0,
min_path,timing.hold.worst.class,reg -> reg,
synthesis,yosysWarnings,2,
synthesis,ys_top_cells_by_count,"66 x ha_1, 65 x inv_1, 60 x nand2_1",
final_layout,synthToLayoutAreaGrowth,12.2,%
grt,grt_util_all_layers,0.193,
synthesis,yosysMostFrequentCell,ha_1,
grt,largest_net_degree_at_the_start_of_global_routing,57,
clock_network,cts_tree,done,
routing,antennaDiodeCount,0,
routing,drt_iter0_markers,597,
setup_path,worstPathCellList,inv_1 > ha_1 > nor4_1 > nand2_1 > a21oi_1 > inv_1 > ha_1 > nor2b_1 > o21a_1 > o21a_1 > o221ai_1 > and2_0 > a22o_1,
pwr,vdd_ir_drop_max,0.142,mV
die,pin_count,30,
synthesis,topCellsByArea,"dfrtp_1 19%, ha_1 12%, dfstp_2 9.6%",
clock_network,post-cts-setup-buffers,0,
clock_network,buffer_depth_of_the_longest_clock_path,2,
setup_path,end_kind,flop,
timing,report.final.slew_viol_count,0,
synthesis,synth_flops,86,
synthesis,syn_area,0.00710,sq mm
final_layout,final_design_area_no_fill,0.00796,sq mm
die,floorplan.rows,55,
synthesis,ys_cells,818,
placed_design,portBuffers,29,
grt,grt_first_pass_wirelength,35.2,mm
placed_design,dpl-instance-area,0.00763,sq mm
final_layout,fin_cells,1135,
die,core_area,0.0229,sq mm
timing,finalHoldViolations,0,
die,die_height,156,um
timing,unclocked_regs,6,
setup_path,crit_slowest_cell,dfrtp_1,
timing,final_period_minus_worst_setup_slack,3.88,ns
routing,wire_per_inst,19.7,um
final_layout,post_route_cells_drive_above_1_share,0.123,
grt,antenna_found_initial,0,
setup_path,timing.rr.start,cnt[2],
timing,untimed_endpoints,12,
grt,overflow,0,
clock_network,cts.htree.levels,3,
clock_network,clkLatencyLatePin,0.35,ns
synthesis,postSynthCellCount,818,
synthesis,top_cell_area_share,0.190,
timing,fin_tns_setup,0,ns
timing,achievable-frequency,258,MHz
routing,drc,0,
die,fp_util,0.310,
setup_path,cp_max_fo,16,
clock_network,postCtsResizedCells,0,
clock_network,cts_made_buffers,9,
[worst max-delay path, delay by kind of cell, from the launching register on]
kind                       cells  cell delay, ns
and+or+nand+nor                4            0.98
adders and majority gates      2            0.61
buffers and inverters          2            0.33
DFF                            1            0.65
AOI/OAI and AO/OA              5            1.24
[layout make-up]
| class | count | area [sq um] |
|---|---|---|
| Clock inverter | 7 | 106 |
| Inverter | 68 | 256 |
| Clock buffer | 9 | 225 |
| Multi-Input combinational cell | 612 | 4490 |
| Timing Repair Buffer | 40 | 373 |
| Sequential cell | 86 | 2120 |
| Fill cell | 2326 | 15000 |
| Tap cell | 313 | 392 |
[stage by stage]
stage / hold WS [ns] / worst slack (ns) / util
2_1_floorplan: 0.352 / 2.55 / -
3_3_place_gp: 0.450 / 2.16 / 0.333
3_5_place_dp: 0.443 / 2.09 / 0.333
4_1_cts: 0.440 / 2.04 / 0.348
5_1_grt: 0.463 / 1.55 / 0.348
6_report: 0.427 / 2.02 / 0.348
[power by group]
part	switching [mW]	leakage, nW	total, mW	internal (mW)
Combinational	0.0149	1.83	0.0226	0.00771
Sequential	0	1.07	0.549	0.549
Clock	0.256	0.163	0.636	0.379
[sequential cells by signal, indices dropped and copies added (netlist names), 3 cells and up]
| signal | count |
|---|---|
| pos | 3 |
| W | 3 |
| cnt | 4 |
| sum | 10 |
| MinCost | 10 |
| J | 3 |
| com_pos | 3 |
| MatchCount | 4 |
| seq | 32 |
| cs | 8 |
| com_num | 4 |
[metal layers]
metal,share of wire,vias to the layer above,global-route usage
met5,0,-,0
met4,0.041,0,0.0630
met3,0.092,85,0.0382
met2,0.43,300,0.285
met1,0.44,3023,0.285
li1,-,3043,-
[kinds of logic after synthesis]
kind of cell / synth area share
muxes: 0.0786
DFF: 0.287
xor gates and xnor gates: 0.0136
latches: 0.0127
AOI/OAI and AO/OA: 0.280
buffers and inverters: 0.0689
adders and majority gates: 0.119
and+or+nand+nor: 0.141
[layout by cell type (no fill, tap or decap), types with 8 or more instances in the layout]
| cell type | instances |
|---|---|
| a32oi_1 | 9 |
| a21oi_1 | 57 |
| mux2_2 | 22 |
| o211ai_1 | 10 |
| nand2b_1 | 11 |
| and2_1 | 8 |
| a221oi_1 | 16 |
| inv_1 | 64 |
| nand2_1 | 60 |
| clkdlybuf4s50_1 | 29 |
| o21ai_0 | 49 |
| a222oi_1 | 10 |
| nor2b_1 | 20 |
| nor2_1 | 49 |
| mux2i_1 | 25 |
| ha_1 | 66 |
| buf_4 | 11 |
| a31oi_1 | 8 |
| nand3_1 | 24 |
| clkbuf_16 | 9 |
| dfstp_2 | 26 |
| a22oi_1 | 28 |
| dfrtp_1 | 54 |
| xor2_1 | 8 |
| a22o_1 | 14 |
| nor3_1 | 9 |
[path summary, 6_finish.rpt]
check | end | slack [ns] | cells after the start
setup / recovery | com_pos[0] | 2.02 | 13
hold / removal | cs[0] | 0.43 | 0
setup reg to reg | com_pos[0] | 2.02 | 13
hold reg to reg | cs[0] | 0.43 | 0
max in group asynchronous | seq[3][3] | 3.69 | 3
min in group asynchronous | com_pos[0] | 1.15 | 2
Power is estimated from default activity; no workload was simulated.
